==> /design/flow/design.v <==
module pool_module(
    input clk,               
    input rst_n,             
    input pool_en,           
    input layer1,            
    input valid_in,          
    input unsigned [8*32-1:0] data_in,  
    input [15:0] col,        
    output unsigned [8*16-1:0] data_out,  
    output valid_out,        
    output pool_end          
);
reg valid_in_ff1;            
reg unsigned [8*32-1:0] data_in_ff1;
reg valid_in_ff2;            
reg unsigned [8*32-1:0] data_in_ff2;
reg start;                   
reg nopool_end;              
always@(posedge clk)
begin
    if (!rst_n)
    begin
        valid_in_ff1 <= 0;
        data_in_ff1 <= 0;
        valid_in_ff2 <= 0;
        data_in_ff2 <= 0;
        start <= 0;
        nopool_end <= 0;
    end
    else
    begin
        data_in_ff1 <= data_in;
        data_in_ff2 <= data_in_ff1;
        valid_in_ff1 <= valid_in;
        valid_in_ff2 <= valid_in_ff1;
        nopool_end <= (!valid_in) & valid_in_ff1;
        start <= (!valid_in_ff1) & valid_in;
    end
end
reg start_reg;               
reg pool_over;               
reg pool_over_ff1;           
always@(posedge clk)
begin
    if (!rst_n)
    begin
        start_reg <= 0;
    end
    else
    begin
        if (start)
        begin
            start_reg <= 1;
        end
        else
        begin
            if (pool_over)
            begin
                start_reg <= 0;
            end
            else
            begin
                start_reg <= start_reg;
            end
        end
    end
end
reg [15:0] col_num;          
reg pool_valid;              
reg unsigned [7:0] pool_temp[0:31]; 
integer i;
integer j;
integer k;
integer m;
integer n;
integer a;
integer b;
integer c;
integer d;
integer e;
always@(posedge clk)
begin
    if (!rst_n)
    begin
        col_num <= 0;
        for (i = 0; i < 32; i = i + 1)
        begin
            pool_temp[i] <= 0;
        end
        pool_valid <= 0;
        pool_over <= 0;
        pool_over_ff1 <= 0;
    end
    else
    begin
        if (start_reg)
        begin
            if (col_num <= col - 1)
            begin
                for (j = 0; j < 32; j = j + 1)
                begin
                    pool_temp[j] <= data_in_ff2[8 * j+:8];
                end
                if (col_num < col - 1)
                begin
                    if (col_num % 2 == 1)
                    begin
                        pool_valid <= 1;
                    end
                    else
                    begin
                        pool_valid <= 0;
                    end
                    col_num <= col_num + 1;
                    pool_over <= 0;
                end
                else
                begin
                    pool_valid <= 1;
                    col_num <= 0;
                    pool_over <= 1;
                end
            end
            else
            begin
                col_num <= 0;
                pool_valid <= pool_valid;
                pool_over <= pool_over;
            end
            pool_over_ff1 <= pool_over;
        end
        else
        begin
            col_num <= 0;
            pool_valid <= 0;
            for (k = 0; k < 32; k = k + 1)
            begin
                pool_temp[k] = 0;
            end
            pool_over <= 0;
            pool_over_ff1 <= 0;
        end
    end
end
reg unsigned [7:0] pool1[0:15]; 
reg unsigned [7:0] pool2[0:15]; 
reg unsigned [8*32-1:0] pool_result;
reg pool_result_valid;       
reg pool_ff1;                
reg start_regff1;            
reg pool_overff2;            
reg pool_overff3;           
always@(posedge clk)
begin
    if (!rst_n)
    begin
        for (b = 0; b < 16; b = b + 1)
        begin
            pool1[b] <= 0;
        end
        for (c = 0; c < 16; c = c + 1)
        begin
            pool2[c] <= 0;
        end
        pool_result <= 0;
        pool_result_valid <= 0;
        pool_ff1 <= 0;
        start_regff1 <= 0;
        pool_overff2 <= 0;
        pool_overff3 <= 0;
    end
    else
    begin
        start_regff1 <= start_reg;
        pool_overff2 <= pool_over_ff1;
        pool_overff3 <= pool_overff2;
        if (start_regff1)
        begin
            for (m = 0; m < 16; m = m + 1)
            begin
                if (pool_temp[2 * m] < pool_temp[2 * m + 1])
                begin
                    pool1[m] <= pool_temp[2 * m + 1];
                end
                else
                begin
                    pool1[m] <= pool_temp[2 * m];
                end
            end
            for (n = 0; n < 16; n = n + 1)
            begin
                pool2[n] <= pool1[n];
            end
            for (a = 0; a < 16; a = a + 1)
            begin
                if (pool1[a] < pool2[a])
                begin
                    pool_result[8 * a+:8] <= pool2[a];
                end
                else
                begin
                    pool_result[8 * a+:8] <= pool1[a];
                end
            end
            pool_ff1 <= pool_valid;
            pool_result_valid <= pool_ff1;
        end
        else
        begin
            for (d = 0; d < 16; d = d + 1)
            begin
            pool1[d] <= 0;
            end
            for (e = 0; e< 16; e = e + 1)
            begin
            pool2[e]<= 0;
            end
            pool_result <= 0;
            pool_result_valid <= 0;
            pool_ff1 <= 0;
            pool_overff2 <= 0;
        end
    end
end
assign pool_end = pool_en ? pool_overff3 : nopool_end;
assign data_out = pool_en ? (layer1 ? pool_result : pool_result[16 * 8 - 1:0]) : data_in;
assign valid_out = pool_en ? pool_result_valid : valid_in;
endmodule
==> /design/flow/run.sh <==
#!/bin/bash
# OpenROAD 26Q1-2900-gdf79404cd8, Yosys 0.63+post, stock flow scripts
make -C /OpenROAD-flow-scripts/flow DESIGN_CONFIG=/design/flow/config.mk WORK_HOME=/design/flow/orfs finish
==> /design/flow/config.mk <==
export PLATFORM = sky130hd
export DESIGN_NAME = pool_module
export DESIGN_NICKNAME = pool_module
export VERILOG_FILES = /design/flow/design.v
export SDC_FILE = /design/flow/constraint.sdc
export NUM_CORES = 4
export LEC_CHECK = 1
export CORE_UTILIZATION = 50
==> /design/flow/constraint.sdc <==
current_design pool_module

set clk_period 29.6
set clk_io_pct 0.2

create_clock -name clk0 -period $clk_period [get_ports {clk}]

set non_clock_inputs [all_inputs -no_clocks]
set_input_delay [expr $clk_period * $clk_io_pct] -clock clk0 $non_clock_inputs
set_output_delay [expr $clk_period * $clk_io_pct] -clock clk0 [all_outputs]
==> reports/qor.csv <==
metric,value,unit
status,completed,
final wirelength,89400,um
biggest regs,"data_in_ff1: 256 flops, data_in_ff2: 256 flops, pool_temp: 256 flops",
Post-synth top flop,dfxtp_1,
TritonCTS buffer count,119,
met3 Track Usage GR,3.02,%
DRC Markers,0,
# setup viols final,0,
Peak supply drop,48.9,uV
Worst-path clk slew,0.06,ns
crit share post-route,46.3,%
vias,28300,
H-Tree Depth,3,
Lkg Pwr,0.0206,uW
post-route ant nets,0,
WP buf/inv,3,
largest net degree at the start of global routing,182,
startpoint types,input pin,
grt total ovfl,0,
ratio of cells with drive above 1 in the final layout,7.58,%
CP required,23.68,ns
critical path's top delay family,buffers and inverters,
Hold Crit Class,flip-flop to flip-flop,
fin. max-slew vios,0,
# Cells Yosys,4367,
Max-Cap Viols,0,
Init Core Util,50.6,%
worst-margin pin slew,0.941,ns
Post-synth EDFFs,0,
dpl hpwl,60600,um
via/cell ratio,4.77,
Cells after DPL,5719,
Setup Skew,0.0229,ns
fillcell total,7338,
CORE AREA,88600,um2
GRT busiest layer,met2,
PostCTS Resize Cnt,0,
crit path DAT,7.79,ns
Final GP Congestion,0.849,
clk sinks,1180,
initial antenna violation count,4,
crit path time final,13.71,ns
Yosys reg bits,1180,
setup TNS,0,ns
Yosys chip area,44900,um2
YS warnings,4,
Clock Path Buffers,3,
Iteration-0 DRC Markers,1174,
number of global-route vias before repair,26700,
Synth Seq Share,52.7,%
final core utilization,60.6,%
CP max stage cell,buf_4,
First-pass DRT Iterations,22,
hold bufs inserted after CTS,0,
port buffer count,405,
Total GRT Usage,20.5,%
CP endpoint kind,output pin,
area delta synth->final,19.8,%
crit path kind,input pin to output pin,
average instance area after synthesis,10.3,um2
root buf cell,clkbuf_16,
hold wc startpoint,valid_in_ff1,
first-pass GRT wire length,142000,um
post-synthesis cell count,4367,
Chip Area,90900,um2
met2 Use GR,32.6,%
Worst slew margin,36.7,%
Skew-Pair Late Insertion Delay,0.68,ns
PD cells,62.8,nW/um2
reg2reg start,col_num[0],
Worst Setup SP,pool_en,
f_max,73.0,MHz
drt wl/cell,15.1,um
width of the die,302,um
DIE HEIGHT,302,um
Synth cell types,41,
CP Cell Sequence,"buf_6, buf_4, mux2_2, clkdlybuf4s50_1",
area of the mapped netlist,44900,um2
row count,109,
I/O pins,407,
Post-synth ARST share,0,%
Tool Warnings,33,
CP peak stage delay,0.63,ns
TritonCTS clock tree,built,
RSZ-0062 raised after global routing,no,
met1 Use GR,30.3,%
final non-filler cell total,5942,
worst-path maximum fanout,48,
Setup Buffers After CTS,0,
Final Hold Viols,0,
## per-stage QoR
step / cell area, um2 / power (uW) / hold slack [ns] / setup slack (ns)
floorplan: 44900 / 1750 / 0.392 / 16.82
global route: 53700 / 3500 / 0.422 / 15.77
global placement: 49500 / 1830 / 0.407 / 15.83
detailed placement: 49500 / 1830 / 0.409 / 15.85
finish: 53700 / 3370 / 0.417 / 15.89
CTS: 53700 / 3420 / 0.417 / 15.85
## synthesized netlist by cell type, types with 3 or more instances
library cell | count | share of area, %
a211oi_1 | 33 | 0.55
a21o_1 | 98 | 1.6
a21oi_1 | 39 | 0.44
and2_1 | 516 | 7.2
and3_1 | 138 | 1.9
buf_1 | 3 | 0.025
buf_6 | 27 | 0.68
clkbuf_1 | 215 | 1.8
dfxtp_1 | 1180 | 53
ha_1 | 242 | 6.8
inv_1 | 229 | 1.9
mux2_2 | 130 | 3.3
mux2i_1 | 512 | 11
nand2_1 | 528 | 4.4
nand2b_1 | 32 | 0.45
nand3_1 | 3 | 0.033
nand4_1 | 40 | 0.56
nor2_1 | 314 | 2.6
nor2b_1 | 3 | 0.042
nor3_1 | 4 | 0.045
o21ai_0 | 3 | 0.033
o31a_1 | 32 | 0.62
xnor2_1 | 14 | 0.27
xor2_1 | 12 | 0.23
## where the power goes
group          leakage (uW)  internal [uW]  switching [uW]  total, uW
clock network       0.00209            981             603       1580
registers           0.00962           1620            9.86       1630
logic               0.00889           89.1            66.2        155
## placed cells by master, fill, tap and decap left out, types with 24 or more instances in the layout
master,instances
a211oi_1,33
a21o_1,98
a21oi_1,39
and2_1,516
and3_1,138
buf_4,26
clkbuf_1,30
clkbuf_16,124
clkbuf_8,24
clkdlybuf4s50_1,403
dfxtp_1,1179
ha_1,242
inv_1,229
mux2_2,130
mux2i_1,512
nand2_1,527
nand2b_1,32
nand4_1,40
nor2_1,314
o31a_1,32
## metal layers
metal	routed length, um	share of wire [%]
met1	41500	46
met5	18	0.020
met4	2690	3.0
met2	42000	47
met3	3230	3.6
## worst paths after layout
path	end	slack [ns]	depth (start not counted)
worst min register to register	start	0.42	1
worst max-delay path	data_out[116]	15.89	4
worst max register to register	pool_temp[16][5]	25.40	11
worst min-delay path	start	0.42	1
## area by class of cell
type	instances	area, um2	share of cell area (%)
diodes	1	2.50	0.00466
flip-flops and latches	1180	23600	44.0
multi-input cells	2712	19300	35.8
clock buffers	178	3550	6.60
clock inverters	44	706	1.31
repair buffers	433	4300	7.99
well taps	1165	1460	2.71
inverters	229	860	1.60
## cell families (layout without fill, tap and decap cells)
family                     count (synthesis)  after routing  share of synthesized area [%]
buffers and inverters                    475            884                           4.43
AOI/OAI and AO/OA                        210            210                           3.37
and+or+nand+nor                         1592           1592                           17.6
xor gates and xnor gates                  26             26                          0.508
other                                      0              1                              0
adders and majority gates                242            242                           6.75
DFF                                     1180           1180                           52.7
muxes                                    642            642                           14.7
Power and IR drop assume default switching activity.
